==> /design/flow/config.mk <==
export PLATFORM = sky130hd
export DESIGN_NAME = clock
export DESIGN_NICKNAME = clock
export VERILOG_FILES = /design/flow/design.v
export SDC_FILE = /design/flow/constraint.sdc
export NUM_CORES = 4
export LEC_CHECK = 1
export CORE_UTILIZATION = 50
==> /design/flow/constraint.sdc <==
current_design clock

set clk_period 6.3
set clk_io_pct 0.2

create_clock -name clk0 -period $clk_period [get_ports {CCLK}]

set non_clock_inputs [all_inputs -no_clocks]
set_input_delay [expr $clk_period * $clk_io_pct] -clock clk0 $non_clock_inputs
set_output_delay [expr $clk_period * $clk_io_pct] -clock clk0 [all_outputs]
==> /design/flow/design.v <==
`timescale 1ns / 1ps
module clock(clk, clk_scale, CCLK);
output reg   clk;
input [31:0] clk_scale;
input 		 CCLK;
reg [31:0]   clkq = 0;
always @(posedge CCLK)
begin
	clkq <= clkq + 1;
	if (clkq >= clk_scale)
	begin
		clk <= ~clk;
		clkq <= 0;
	end
end
endmodule
==> /design/flow/run.sh <==
#!/bin/bash
# OpenROAD 26Q1-2900-gdf79404cd8, Yosys 0.63+post, stock flow scripts
make -C /OpenROAD-flow-scripts/flow DESIGN_CONFIG=/design/flow/config.mk WORK_HOME=/design/flow/orfs finish
==> results.yml <==
# yosys + openroad results
outcome:
  status: "completed"
timing:
  fin_worst_skew_ps: 5.01
  grt_setup_unrepaired: "false"
  number_of_max_slew_violations_in_the_final_report: 0
  timing.final.setup_violations: 0
  worstMarginPinSlew_ps: 631
  fin_setup_tns_ps: 0
  maxClockFrequency_mhz: 252
  timing.final.ws_setup_ps: 2320
  final_hold_viol_count: 0
  layout_min_cycle_time_ps: 3980
  timing.max_slew.rel_slack: 0.568
  finalCritPeriodShare: 0.631
global_routing:
  first_global_vias: 1686
  grt_pass1_wl_mm: 7.47
  grt_util_all_layers: 0.188
  grt_overflow_total: 0
  grt_antenna_before_repair: 0
  grt_start_max_net_pins: 34
clocking:
  cts-root-to-sink-buffers: 2
  cts_setup_buffers: 0
  clockRootBuffer: "sky130_fd_sc_hd__clkbuf_8"
  tritoncts_clock_tree: "done"
  htree_num_levels: 2
  tritoncts_num_sinks: 33
  clock_latency_ps: 280
  cts_buffers: 5
  hold_buffers: 0
  cts_resized: 0
  worst_setup_hold_path_clk_slew_ps: 60
synthesis:
  synth_area_um2: 2340
  yosys_register_bits: 33
  synthDistinctLibCells: 35
  synth_async_sr_flop_share: 0
  ys.flop_type: "sky130_fd_sc_hd__dfxtp_1"
  post_synth_main_logic_family: "simple AND/OR/NAND/NOR gates"
  postSynthSeqShare: 0.286
  ys_sh_simple: 0.254
  post-synth-top-area-cell: "sky130_fd_sc_hd__dfxtp_1"
  synth.cellmix.compoundShare: 0.0759
  post-synth-top-area-fraction: 0.274
  synth_chip_area_um2: 2340
  synth-edff-count: 1
  fa_ha_area_frac: 0.176
  synth_area_per_cell_um2: 8.27
  xor_xnor_share_of_the_synthesized_area: 0.112
  syn-instance-count: 283
  ys.warnings.count: 1
  synthMuxAreaShare: 0
  cell_types_occupying_the_most_area_after_synthesis: "sky130_fd_sc_hd__dfxtp_1 (27%), sky130_fd_sc_hd__ha_1 (18%), sky130_fd_sc_hd__nor3_1 (7.9%)"
  yosys_cells: 283
floorplan:
  chip_area_um2: 4960
  floorplan.initialDensity: 0.530
  floorplan.rows: 24
  core-area_um2: 4410
  fp.dieH_um: 70.4
  die_x_um: 70.4
  top_level_ports: 34
drt:
  detail_route.drc_violations: 0
  initial_drc_count: 53
  route.antenna.remaining_nets: 0
  vias_per_cell: 5.14
  vias: 1886
  drt-pass1-iter-count: 4
  detailed_route_wire_length_mm: 4.40
  detail_route.wl_per_cell_um: 12.0
  diodes: 0
critical_path:
  register_to_register_setup_slack_ps: 3380
  timing.critical_path.required_ps: 6310
  arrival_ps: 3980
  path_buffers: 3
  timing.reg2reg.worst_path_depth: 8
  timing.critical_path.slowest_stage_cell: "sky130_fd_sc_hd__a311oi_4"
  rr_endpoint: "clk"
  max_stage_delay_ps: 530
  worst_setup_path_end_kind: "flip-flop"
  timing_worst_setup_path_type: "input pin to flip-flop"
  timing.critical_path.max_delay_family: "simple AND/OR/NAND/NOR gates"
  timing.critical_path.cells: "clkdlybuf4s50_1 -> inv_1 -> ha_1 -> nand4_1 -> nor3_2 -> or4b_1 -> a311oi_4 -> buf_4 -> or2_2"
  r2r-start: "clkq[0]"
  worst_setup_path_start_kind: "input pin"
  critPathMaxFanout: 23
flow_run:
  drv.max_cap_violation_count: 0
  warning_count: 26
hold_path:
  min_delay_worst_endpoint: "clkq[0]"
  timing.hold.worst.class: "flip-flop to flip-flop"
  timing.hold.worst.start: "clkq[0]"
  hold-path-cell-count: 1
place:
  placed_instance_area_um2: 2680
  detailed_place_hpwl_mm: 3.26
  place.port_buffers: 33
  place_congestion: 0.799
  placement.setup.worst_slack_ps: 2000
final_layout:
  area_growth_pct: 18.0
  layout-drive-gt1-share: 0.0540
  layout.core_utilization: 0.626
  post_route_cell_area_um2: 2760
  mostFrequentLayoutCells: "sky130_fd_sc_hd__inv_1 (39), sky130_fd_sc_hd__nor3_1 (37), sky130_fd_sc_hd__ha_1 (33), sky130_fd_sc_hd__clkdlybuf4s50_1 (33), sky130_fd_sc_hd__dfxtp_1 (32)"
  final_layout_top_logic_cell: "sky130_fd_sc_hd__inv_1"
  fill_cells: 391
pwr:
  irDropWorstVdd_uv: 210
  power.static_leakage_nw: 1.23
  power.density_nw_per_um2: 245
  pnr_total_power_mw: 0.677
==> through the flow <==
stage,cells,hold WS [ps]
2_1_floorplan,283,450
3_3_place_gp,359,486
3_5_place_dp,359,491
4_1_cts,367,507
5_1_grt,367,515
6_report,367,509
==> sequential cells by signal, summed over array words and instances (netlist names) <==
register / flops
clkq: 32
clk: 1
==> power breakdown <==
group | internal, mW | leakage (nW) | total [mW] | switching, mW
clock | 0.0765 | 0.0450 | 0.152 | 0.0753
combinational | 0.109 | 0.915 | 0.211 | 0.101
sequential | 0.258 | 0.271 | 0.315 | 0.0566
==> worst reg2reg max path, stage by stage, from the launching register on <==
cell	delay, ps
sky130_fd_sc_hd__dfxtp_1	400
sky130_fd_sc_hd__inv_1	60
sky130_fd_sc_hd__ha_1	260
sky130_fd_sc_hd__nand2b_1	100
sky130_fd_sc_hd__a2111oi_0	130
sky130_fd_sc_hd__or4b_1	600
sky130_fd_sc_hd__a311oi_4	530
sky130_fd_sc_hd__buf_4	380
sky130_fd_sc_hd__or2_2	170
==> Yosys cell counts, drive strengths merged, types with 4 or more instances <==
| cell type | n |
|---|---|
| nor3 | 41 |
| xor2 | 11 |
| o21ai | 6 |
| clkbuf | 7 |
| and3 | 4 |
| dfxtp | 32 |
| and4 | 5 |
| ha | 33 |
| xnor2 | 19 |
| nand4 | 12 |
| nor2 | 7 |
| nand3 | 8 |
| nor4 | 6 |
| nand2 | 21 |
| buf | 4 |
| a21oi | 12 |
| inv | 39 |
==> routing by layer <==
layer | part of all wire | vias up | routed length [µm] | global-route usage
met1 | 0.52 | 801 | 2290 | 0.289
met2 | 0.43 | 28 | 1910 | 0.301
met3 | 0.029 | 8 | 126 | 0.0175
met4 | 0.015 | 0 | 67 | 0.0244
met5 | 0 | - | 0 | 0
li1 | - | 1049 | - | -
==> cell type report <==
class | count | area [µm²] | share of cell area
Timing Repair Buffer | 35 | 345 | 0.125
Tap cell | 52 | 65.1 | 0.0236
Clock buffer | 6 | 72.6 | 0.0263
Inverter | 39 | 146 | 0.0530
Clock inverter | 2 | 10.0 | 0.00362
Sequential cell | 33 | 671 | 0.243
Multi-Input combinational cell | 200 | 1450 | 0.526
==> worst max path at each step <==
stage	startpoint	to	depth (start not counted)
CTS	clk_scale[13]	clk	9
global route	clk_scale[13]	clk	9
finish	clk_scale[13]	clk	9
==> cell families after synthesis <==
kind of cell	Yosys count
AND/OR/NAND/NOR	110
adder cells (fa/ha/maj)	33
buffers and inverters	50
XOR/XNOR	30
AND-OR/OR-AND	27
flip-flops	33
No activity file was given, so power comes from the tool's default toggle rates.
