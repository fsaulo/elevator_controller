File: design/flow/run.sh
#!/bin/bash
# OpenROAD 26Q1-2900-gdf79404cd8, Yosys 0.63+post, stock flow scripts
make -C /OpenROAD-flow-scripts/flow DESIGN_CONFIG=/design/flow/config.mk WORK_HOME=/design/flow/orfs finish
File: design/flow/config.mk
export PLATFORM = sky130hd
export DESIGN_NAME = control_input_unit
export DESIGN_NICKNAME = control_input_unit
export VERILOG_FILES = /design/flow/design.v
export SDC_FILE = /design/flow/constraint.sdc
export NUM_CORES = 4
export LEC_CHECK = 1
export CORE_AREA = 10 10 70 70
export DIE_AREA = 0 0 80 80
File: design/flow/constraint.sdc
current_design control_input_unit

set clk_period 2.0
set clk_io_pct 0.2

create_clock -name clk0 -period $clk_period [get_ports {clk}]

set non_clock_inputs [all_inputs -no_clocks]
set_input_delay [expr $clk_period * $clk_io_pct] -clock clk0 $non_clock_inputs
set_output_delay [expr $clk_period * $clk_io_pct] -clock clk0 [all_outputs]
File: design/flow/design.v
`timescale 1ns / 1ps
module control_input_unit(
    output reg [3:0] memory_address_buffer,
    output reg [3:0] ctrl_load,
    input      [3:0] ctrl_seq,
    input            bt_floor_1,
    input            bt_floor_2,
    input            bt_floor_3,
    input            bt_floor_4,
    input            clk
    );
    reg  [3:0] ctrl_seq_register;
    wire [3:0] ctrl_seq_temp;
    wire       signal_floor_1;
    wire       signal_floor_2;
    wire       signal_floor_3;
    wire       signal_floor_4;
    debouncing_module C0(signal_floor_1, bt_floor_1, clk);
    debouncing_module C1(signal_floor_2, bt_floor_2, clk);
    debouncing_module C2(signal_floor_3, bt_floor_3, clk);
    debouncing_module C3(signal_floor_4, bt_floor_4, clk);
    assign ctrl_seq_temp =
   {
        signal_floor_4,
        signal_floor_3,
        signal_floor_2,
        signal_floor_1
    };
    always @(*) begin
        case (ctrl_seq_temp)
            4'h1:    ctrl_seq_register = ctrl_seq_temp;
            4'h2:    ctrl_seq_register = ctrl_seq_temp;
            4'h4:    ctrl_seq_register = ctrl_seq_temp;
            4'h8:    ctrl_seq_register = ctrl_seq_temp;
            default: ctrl_seq_register = 4'h0;
        endcase
    end
    always @(posedge clk)
    begin
        memory_address_buffer = ctrl_seq_register;
        if (ctrl_seq == 0)
            ctrl_load = ctrl_seq_register;
        else
            ctrl_load = ctrl_seq;
    end
endmodule
`timescale 1ns / 1ps
module d_ff(
    output reg Q,
    input      D,
    input      clk
    );
    always @(posedge clk)
    begin
        Q <= D;
    end    
endmodule
`timescale 1ns / 1ps
module debouncing_module(
    output pb_out,                                                            
    input  pb_in,                                                             
    input  clk                                                                
    );
    wire Q1, Q2;
    d_ff  M0(Q1, pb_in, clk);                                                 
    d_ff  M1(Q2, Q1, clk);
    assign pb_out = Q1 & ~Q2;
endmodule
==> flow_summary.toml <==
# generated from flow reports
[die]
ios = 17
die_y_um = 80
initCoreUtil_pct = 15.1
core_area_um2 = 3420
die_width_um = 80
die-area_um2 = 6400
num_rows = 21

[synth]
yosys_area_um2 = 515
postSynthAreaPerCell_um2 = 15.6
synth_cell_type_count = 11
synth_top_area_share_pct = 62.1
synth_flops = 16
syn_inst = 33
synth.cell_area_um2 = 515
ys_warn_count = 2
topCellsByArea = "dfxtp_1 (62%), nor4b_4 (9.2%), nand2b_4 (5.3%)"
ys_cells = 33
ys_seq_share_pct = 62.1
yosysTopAreaCell = "dfxtp_1"

[cts]
tritoncts = "yes"
path_clk_slew_ns = 0.09
htreeDepth = 1
cts_resized = 0
postCtsSetupRepairBufs = 0
clk_latency_ns = 0.28
cts-hold-fix-buffers = 0
ctsRootBufferMaster = "clkbuf_4"
numCtsBuffers = 3
cts_buffer_depth = 2
cts.sink_count = 16

[layout]
layout-drive-gt1-share_pct = 26.4
seq_area_um2 = 320
syn_to_final_growth_pct = 49.3
logic_area_um2 = 195
final_cell_mix = "dfxtp_1 (16), clkdlybuf4s50_1 (16), clkbuf_4 (3)"
nFillCells = 372

[critical_path]
cp_top_family = "buffers and inverters"
crit_arrival_ns = 1.07
max_stage_delay_ns = 0.46
endpoint_kind = "output pin"
cp.required_ns = 1.60
crit_type = "register to output pin"
critPathSlowestCell = "clkdlybuf4s50_1"
crit_path_start_kind = "register"
crit_chain = "clkdlybuf4s50_1"
cp_max_fo = 1
worst-path-buf-inv = 1

[sta]
report.final.slew_viol_count = 0
finalHoldViolations = 0
max_slew_margin_pct = 81.3
finalSetupViolCount = 0
whs_ns = 0.364
finalSetupTns_ns = 0
fin_crit_ns = 1.47
worst_slew_pin_slew_ns = 0.278
fmax_mhz = 682
timing.final.crit_share_pct = 73.3
fin_worst_skew_ns = 0.00352
rsz0062_at_grt = "false"

[place]
gp_congestion = 0.681
portBuffers = 16

[pwr]
p_per_area_nw_per_um2 = 793
p_leak_uw = 0.000305
peakVddDrop_uv = 298
power_uw = 610

[drt]
detailroute.via_count = 281
routedWlPerCell_um = 8.99
drtPass1Iterations = 3
antenna_cells = 0
viasPerCell = 2.84
drc = 0
ant_nets = 0
routed_wl_um = 890
drt_iter0_markers = 22

[outcome]
status = "finished clean"

[global_route]
grt_pass1_vias = 310
grt_overflow_total = 0
grt_util_all_layers_pct = 2.76
antenna_found_initial = 0
grt_pass1_wl_um = 1390
grt_max_degree = 10

[run]
maxCapViolations = 0
warnings = 25

[min_path]
hold_path.class = "register to register"
-- final timing paths --
path / cells past startpoint / start / slack, ns / to
worst max-delay path: 1 / ctrl_load[0]$_DFF_P_ / 0.53 / ctrl_load[0]
worst min-delay path: 0 / C1.M0.Q$_DFF_P_ / 0.36 / C1.M1.Q$_DFF_P_
worst max register to register: 3 / C0.M0.Q$_DFF_P_ / 1.06 / ctrl_load[1]$_DFF_P_
worst min register to register: 0 / C1.M0.Q$_DFF_P_ / 0.36 / C1.M1.Q$_DFF_P_
-- power by group --
| group | switching [uW] | internal (uW) |
|---|---|---|
| clock network | 95.2 | 111 |
| logic | 18.9 | 42.8 |
| registers | 7.31 | 335 |
| total | 121 | 489 |
-- per-stage QoR --
stage               instances  setup WS, ns  util (%)  cell area, um2
CTS                        99         0.515      22.5             769
floorplan                  33          1.01         -             515
finish                     99         0.534      22.5             769
global route               99         0.476      22.5             769
detailed placement         95         0.465      21.5             733
global placement           95         0.501      21.5             733
-- flip-flops by register name (all words and copies together) (netlist names) --
signal / flops
C2.M0.Q: 1
memory_address_buffer: 4
C1.M0.Q: 1
C2.M1.Q: 1
C0.M1.Q: 1
C0.M0.Q: 1
C3.M0.Q: 1
ctrl_load: 4
C1.M1.Q: 1
C3.M1.Q: 1
-- synthesized netlist by cell type --
master    count
nand3_2       1
nor2b_4       2
nand2b_4      2
dfxtp_1      16
nand2_1       1
o21bai_2      2
nor4b_4       2
nand2b_1      2
nor2_1        2
a21o_1        2
nor4_4        1
-- final cells by class --
| type | count | share of cell area, % |
|---|---|---|
| Timing Repair Buffer | 16 | 20.8 |
| Sequential cell | 16 | 41.6 |
| Multi-Input combinational cell | 17 | 25.4 |
| Tap cell | 46 | 7.48 |
| Clock buffer | 4 | 4.72 |
-- layer usage --
layer  track usage [%]  up-vias  routed length [um]
met5                 0        -                   0
li1                  -      150                   -
met1              2.88      120                 370
met4             0.176        0                   0
met2              4.41       11                 402
met3              2.27        0                 117
-- cell families after synthesis --
| group | after synthesis | share of synthesized area [%] |
|---|---|---|
| AND-OR/OR-AND | 4 | 7.28 |
| AND/OR/NAND/NOR | 13 | 30.6 |
| flip-flops | 16 | 62.1 |
No activity file was given, so power comes from the tool's default toggle rates.
